[./design.v]
module adc( input  logic                 reset, clk_2Mhz, MISO,
            output logic unsigned [15:0] raw_data,
            output logic                 MOSI, adc_reset, SCK );
    logic done;
    logic transmit;
    logic unsigned [7:0] to_send;
    logic unsigned [15:0] raw_data;
    logic [7:0] data_byte;
        logic prev_done;
        logic unsigned [4:0] cnt;
        enum{CONFIGURE, RQST_COMM, READ_COMM, RQST_DATA, READ_DATA1, READ_DATA2} state;
    always_ff @(posedge clk_2Mhz, negedge reset) begin : adc_sm
        if (~reset) begin 
            state <= CONFIGURE;
            cnt <= 30;
            transmit <= 0;
            to_send <= 32;
            prev_done <= 0;
            adc_reset <= 0;
            end
        else begin
            adc_reset <= 1;
            case(state)
                CONFIGURE : begin
                    if (cnt==1500) adc_reset <= 1;
                    if (cnt>4) cnt <= cnt-1;
                    else if(done && (prev_done != done)) begin
                        if(cnt==4)to_send <= 12;
                        if(cnt==3)to_send <= 16;
                        if(cnt==2)to_send <= 68;
                        cnt <= cnt-1;
                        transmit <= 0;
                        end
                    else transmit <= 1; 
                    if(cnt==0) begin
                        state <= RQST_COMM;
                        transmit <= 0;
                        to_send  <= 8;
                        end
                    end
                RQST_COMM : begin
                    transmit <= 1;
                    if (done && (prev_done != done)) begin
                        state    <= READ_COMM;
                        transmit <= 0;
                        end
                    end
                READ_COMM : begin
                    transmit <= 1;
                    if (done && (prev_done != done)) begin
                        if (data_byte[7] == 1) begin 
                            state    <= RQST_DATA;
                            to_send  <= 56;  
                            end
                        else begin
                            state    <= RQST_COMM;
                            to_send  <= 8;  
                            end
                        transmit <= 0;
                        end
                    end
                RQST_DATA : begin
                    transmit <= 1; 
                    if (done && prev_done!=done) begin
                        state    <= READ_DATA1;
                        transmit <= 0;
                        end
                    end
                READ_DATA1 : begin
                    transmit <= 1; 
                    if (done && prev_done!=done) begin
                        transmit  <= 0;
                        state     <= READ_DATA2;
                        raw_data[15:8] <= data_byte;
                        end
                    end
                READ_DATA2 : begin
                    transmit <= 1; 
                    if (done && prev_done!=done) begin
                        raw_data[7:0] <= data_byte;
                        transmit <= 0;
                        state    <= RQST_COMM;
                        to_send  <= 8;
                        end
                    end
                default : state <= CONFIGURE;
                endcase
            prev_done <= done;
            end
        end
    spi_master spi (
        .clk       ( clk_2Mhz ),
        .reset     ( reset    ),
        .MISO      ( MISO     ),
        .transmit  ( transmit ),
        .to_send   ( to_send  ),
        .MOSI      ( MOSI      ),
        .SCK       ( SCK       ),
        .received  ( data_byte ), 
        .done      ( done      ) );
    endmodule
module spi_master( 
    input clk, reset, MISO, transmit,
    input [7:0] to_send,  
    output logic MOSI, SCK, 
    output logic [7:0] received,
    output logic done );
    enum {setup, communicate, finished} state;
    logic unsigned [3:0] cnt;
    logic [7:0] hold_to_send;
    always_comb 
        if (cnt % 2 == 0) SCK <= 0;
        else SCK <= 1;
    assign MOSI = hold_to_send[7];  
    always_comb 
        if (state == finished) done <= 1;
        else done <= 0;
    always_ff @ (posedge clk, negedge reset)
        if (~reset) begin
            state <= setup;
            cnt <= 15;
            received <= 0;
            end 
        else begin
            case(state)
                setup: begin
                    hold_to_send <= {to_send[0], to_send[7:1]};  
                    if (transmit) state <= communicate;
                    end
                communicate: begin
                    cnt <= cnt-1;
                    if (cnt % 2 == 1) begin  
                        if (cnt != 1) hold_to_send <= {hold_to_send[6:0], hold_to_send[7]};  
                        received <= {received[6:0], MISO};  
                        end
                    if (cnt == 0) begin 
                        state <= finished;
                        received <= {received[6:0], MISO};  
                        end
                    end
                finished: begin
                    cnt <= 15;
                    if (~transmit) state <= setup;
                    end
                default: state <= setup;
                endcase
            end 
    endmodule
[./run.sh]
#!/bin/bash
# OpenROAD 26Q1-2900-gdf79404cd8, Yosys 0.63+post, stock flow scripts
make -C /OpenROAD-flow-scripts/flow DESIGN_CONFIG=/design/flow/config.mk WORK_HOME=/design/flow/orfs finish
[./config.mk]
export PLATFORM = sky130hd
export DESIGN_NAME = adc
export DESIGN_NICKNAME = adc
export VERILOG_FILES = /design/flow/design.v
export SDC_FILE = /design/flow/constraint.sdc
export NUM_CORES = 4
export LEC_CHECK = 1
export CORE_UTILIZATION = 50
[./constraint.sdc]
current_design adc

set clk_period 2.5
set clk_io_pct 0.2

create_clock -name clk0 -period $clk_period [get_ports {clk_2Mhz}]

set non_clock_inputs [all_inputs -no_clocks]
set_input_delay [expr $clk_period * $clk_io_pct] -clock clk0 $non_clock_inputs
set_output_delay [expr $clk_period * $clk_io_pct] -clock clk0 [all_outputs]
==> impl_metrics.env <==
# flow metrics
export IMPL_outcome="finished clean"
export IMPL_gp_congestion=0.870
export IMPL_worst_slack_ns=0.364
export IMPL_cts_root_buf="clkbuf_8"
export IMPL_worst_pin_slew_ns=0.593
export IMPL_numCtsBuffers=9
export IMPL_ys_async_sr_fraction_pct=58.6
export IMPL_grt_pass1_wl_um=6730
export IMPL_critical_path_peak_fanout=6
export IMPL_ff2ff_path_depth=6
export IMPL_ys_seq_share_pct=65.4
export IMPL_dr_wl_met2_um=1700
export IMPL_cp_depth=6
export IMPL_postLayoutCoreUtil_pct=65.4
export IMPL_ys_sh_xor_pct=2.17
export IMPL_cp_top_family="AND-OR/OR-AND gates"
export IMPL_warnings=30
export IMPL_ctsResizeCount=0
export IMPL_hp_class="reg -> reg"
export IMPL_seqCellArea_um2=1590
export IMPL_syn_inst=177
export IMPL_dieArea_um2=5130
export IMPL_htree_levels=3
export IMPL_slew_headroom_pct=60.5
export IMPL_wl_met1_um=1810
export IMPL_grt_start_max_net_pins=22
export IMPL_end_kind="register"
export IMPL_power_leakage_nw=1.24
export IMPL_grt_antenna_before_repair=0
export IMPL_start_kind="register"
export IMPL_drive_gt1_share_pct=21.5
export IMPL_post_cts_buffers=0
export IMPL_fillers=330
export IMPL_synth_cell_area_um2=2420
export IMPL_ys_cells=177
export IMPL_slew_viol_final=0
export IMPL_r2r_end="to_send[4]$_DFFE_PN0P_"
export IMPL_clock_sinks=58
export IMPL_vias=1421
export IMPL_grt_pass1_vias=1424
export IMPL_wl_um=3820
export IMPL_synth_avg_cell_area_um2=13.7
export IMPL_ys_types=45
export IMPL_finalClockPeriodUsage_pct=85.5
export IMPL_critical_path_class="reg -> reg"
export IMPL_startpoint="cnt[0]$_DFFE_PN0P_"
export IMPL_combGateArea_um2=778
export IMPL_syn_to_final_growth_pct=21.5
export IMPL_path_clk_slew_ns=0.06
export IMPL_rows=24
export IMPL_timing_reg2reg_setup_slack_ns=0.36
export IMPL_fin_skew_ns=0.00653
export IMPL_fin_tns_setup_ns=0
export IMPL_grt_usage_pct=18.1
export IMPL_grt_overflow_total=0
export IMPL_reg2reg_from="cnt[0]$_DFFE_PN0P_"
export IMPL_crit_path_max_incr_delay_ns=0.49
export IMPL_clock_latency_ns=0.33
export IMPL_dr_pass1_iters=4
export IMPL_mux_area_share_pct=7.13
export IMPL_rsz0062_at_grt="false"
export IMPL_place_ws_ns=0.373
export IMPL_synth_main_ff_cell="edfxtp_1"
export IMPL_arrival_ns=2.35
export IMPL_dp_hpwl_um=2720
export IMPL_aoi_share_pct=8.16
export IMPL_wl_met3_um=205
export IMPL_wire_per_inst_um=14.4
export IMPL_critical_path_endpoint="to_send[4]$_DFFE_PN0P_"
export IMPL_ys_warn_count=2
export IMPL_initCoreUtil_pct=53.8
export IMPL_via_per_inst=5.34
export IMPL_dr_max_layer_used="met4"
export IMPL_die_width_um=71.6
export IMPL_path_buffers=1
export IMPL_cts_buffer_depth=2
export IMPL_period_minus_slack_ns=2.14
export IMPL_synth_flops=58
export IMPL_irDropWorstVdd_mv=0.640
export IMPL_top_cell_area_share_pct=29.8
export IMPL_drt_iter0_drc=58
export IMPL_cp_required_ns=2.71
export IMPL_finalHoldViolCount=0
export IMPL_cts_tree="yes"
export IMPL_clock_fmax_ghz=0.468
export IMPL_simple_gate_area_share_pct=11.4
export IMPL_diodes=0
export IMPL_cts_hold_fix_buffers=0
export IMPL_io_pins=22
export IMPL_yosysTopAreaCell="edfxtp_1"
export IMPL_portBuffers=21
export IMPL_path_cells="inv_1 -> ha_1 -> nor2b_1 -> o31a_1 -> a2111oi_4 -> mux2_4"
export IMPL_synthTopCellsByArea="edfxtp_1 (30%), dfrtp_1 (24%), dfstp_2 (12%), mux2_2 (4.6%), ha_1 (3.1%)"
export IMPL_top_logic_kind="simple AND/OR/NAND/NOR gates"
export IMPL_adder_share_pct=3.10
export IMPL_crit_slowest_cell="a2111oi_4"
export IMPL_setup_viol=0
export IMPL_drc=0
export IMPL_core_um2=4500
export IMPL_ant_nets=0
export IMPL_yosysChipArea_um2=2420
export IMPL_drv_cap=0
export IMPL_die_h_um=71.6
export IMPL_p_per_area_nw_per_um2=682
export IMPL_edf_count=24
registers in the layout, summed over array words and instances (netlist names), named ones only:
name              cells
raw_data             16
spi.hold_to_send      8
spi.received          8
cnt                   5
to_send               5
spi.cnt               4
spi.state             3
state                 3
adc_reset             1
prev_done             1
transmit              1
cell usage after synthesis, types with 2 or more instances:
| cell type | n |
|---|---|
| xnor2_1 | 6 |
| nor3_1 | 2 |
| mux2_2 | 10 |
| dfrtp_1 | 23 |
| nand2_1 | 19 |
| dfstp_2 | 11 |
| ha_1 | 6 |
| nand2b_1 | 4 |
| o21ai_0 | 8 |
| buf_2 | 2 |
| and3_1 | 3 |
| nand3_1 | 2 |
| o31ai_1 | 2 |
| mux2_4 | 2 |
| edfxtp_1 | 24 |
| nor2_1 | 7 |
| nor2b_1 | 4 |
| a21oi_1 | 3 |
| inv_1 | 7 |
| clkbuf_1 | 3 |
| mux2i_1 | 3 |
| and2_1 | 3 |
cell type report:
cell class	instances	share of cell area (%)
sequential	58	53.8
multi-input combinational	106	26.4
timing repair buffer	27	8.67
clock buffer	11	4.46
clock inverter	5	3.48
tap	52	2.21
inverter	7	0.892
stage by stage:
| stage | hold WS, ns | power, W | std cells | cell area, um2 |
|---|---|---|---|---|
| after global placement | 0.455 | 0.00103 | 250 | 2710 |
| after floorplan | 0.204 | 0.00101 | 177 | 2420 |
| after global routing | 0.512 | 0.00207 | 266 | 2940 |
| after detailed placement | 0.456 | 0.00103 | 250 | 2710 |
| final | 0.461 | 0.00201 | 266 | 2940 |
| after CTS | 0.467 | 0.00203 | 266 | 2940 |
report_power, final:
part	total (W)	switching, W	internal, W
Combinational	0.0000212	0.0000123	0.00000890
Sequential	0.000990	0.000000860	0.000989
Clock	0.000997	0.000336	0.000661
cells in the final DEF, fill, tap and decap left out, types with 4 or more instances in the layout:
cell type / synthesis / final
buf_4: 0 / 6
clkbuf_8: 0 / 9
clkdlybuf4s50_1: 0 / 21
dfrtp_1: 23 / 23
dfstp_2: 11 / 11
edfxtp_1: 24 / 24
ha_1: 6 / 6
inv_1: 7 / 7
mux2_2: 10 / 10
nand2_1: 19 / 19
nand2b_1: 4 / 4
nor2_1: 7 / 7
nor2b_1: 4 / 4
o21ai_0: 8 / 8
xnor2_1: 6 / 6
per-layer routing:
metal  track usage, %  vias up
met5                0        -
met4             4.36        0
met3             5.56       12
met2             25.7       34
met1             30.1      687
li1                 -      688
worst min path at each step:
stage / start / to / slack (ns) / cells past startpoint
final: transmit$_DFFE_PN0P_ / spi.state[0]$_DFF_PN1_ / 0.46 / 1
after global routing: transmit$_DFFE_PN0P_ / spi.state[0]$_DFF_PN1_ / 0.51 / 1
after CTS: transmit$_DFFE_PN0P_ / spi.state[0]$_DFF_PN1_ / 0.47 / 1
cell families after synthesis:
family	Yosys count
AND-OR/OR-AND	25
XOR/XNOR	6
adder cells (fa/ha/maj)	6
buffers and inverters	13
flip-flops	58
multiplexers	15
other	1
AND/OR/NAND/NOR	53
Power figures rest on the tool's default switching activity, not on a simulated workload.
