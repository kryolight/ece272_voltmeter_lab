## ./run.sh

```bash
#!/bin/bash
# OpenROAD 26Q1-2900-gdf79404cd8, Yosys 0.63+post, stock flow scripts
make -C /OpenROAD-flow-scripts/flow DESIGN_CONFIG=/design/flow/config.mk WORK_HOME=/design/flow/orfs finish
```

## ./config.mk

```make
export PLATFORM = sky130hd
export DESIGN_NAME = data_processor
export DESIGN_NICKNAME = data_processor
export VERILOG_FILES = /design/flow/design.v
export SDC_FILE = /design/flow/constraint.sdc
export NUM_CORES = 4
export LEC_CHECK = 1
export CORE_UTILIZATION = 30
```

## ./constraint.sdc

```tcl
current_design data_processor

set clk_period 35.3
set clk_io_pct 0.2

create_clock -name clk0 -period $clk_period

set non_clock_inputs [all_inputs -no_clocks]
set_input_delay [expr $clk_period * $clk_io_pct] -clock clk0 $non_clock_inputs
set_output_delay [expr $clk_period * $clk_io_pct] -clock clk0 [all_outputs]
```

## ./design.v

```verilog
module data_processor (
	input logic [15:0] unprocessed_i,
	output logic [15:0] processed_o
		);
		assign processed_o = (unprocessed_i*5000)/(2**16-1);
endmodule
```

==> impl_metrics.tcl <==
# collected from the flow reports
set metrics [dict create \
    setup-violations-final 0 \
    drt_pass1_iterations 5 \
    place_area_sq_um 9330 \
    fin_ws_ns 2.95 \
    timing.critical_path.buf_inv 10 \
    final_period_minus_worst_setup_slack_ns 32.35 \
    fp.dieArea_sq_um 29600 \
    drive_gt1_share_pct 7.72 \
    final_cell_utilization_of_the_core_pct 33.1 \
    cts.repair.resized 0 \
    clock.fmax_mhz 30.9 \
    detailroute.via_count 9342 \
    antennaDiodeCount 0 \
    flop_area_sq_um 0 \
    pin_count_of_the_biggest_net_entering_global_routing 18 \
    post-route-period-util_pct 91.7 \
    timing.critical_path.arrival_ns 25.29 \
    synth.area.top_cells "sky130_fd_sc_hd__ha_1 11%, sky130_fd_sc_hd__fa_1 8.1%, sky130_fd_sc_hd__inv_1 5.2%" \
    hpwlAfterDp_mm 23.8 \
    timing.critical_path.slowest_cell_delay_ns 0.75 \
    nClkBuffers 0 \
    post-cts-setup-buffer-count 0 \
    preCtsSetupSlack_ns 3.35 \
    number_of_warnings_in_the_stage_logs 37 \
    timing.critical_path.slowest_stage_cell "sky130_fd_sc_hd__nor4_4" \
    netlist.top_cell.by_area "sky130_fd_sc_hd__ha_1" \
    yosysCellCount 1243 \
    fp.dieW_um 172 \
    crit_type "in -> out" \
    netlist-cell-type-count 113 \
    placeableCoreArea_sq_um 28200 \
    syn_avg_cell_area_sq_um 6.99 \
    placement_rows 61 \
    run_status "complete, no violations" \
    stdcell_count 1621 \
    numPortBuffers 30 \
    total_global_routing_track_utilization_pct 19.2 \
    die_h_um 172 \
    crit_path_max_fanout 17 \
    ys_area_sq_um 8680 \
    drc_errors 0 \
    first_pass_grt_wire_length_mm 45.1 \
    worst_slew_margin_rel_pct 35.5 \
    fp_util_pct 30.8 \
    finalMaxSlewViolations 0 \
    netlist.top_cell.by_instances "sky130_fd_sc_hd__inv_1" \
    detail-route-antenna-nets 0 \
    critical_path.top_delay_family "simple AND/OR/NAND/NOR gates" \
    ys_top_cells_by_count "120 x sky130_fd_sc_hd__inv_1, 107 x sky130_fd_sc_hd__nand2_1, 93 x sky130_fd_sc_hd__nor2_1, 76 x sky130_fd_sc_hd__ha_1, 69 x sky130_fd_sc_hd__a21oi_1" \
    critPathRequiredTime_ns 28.24 \
    critPathCaptureType "output pin" \
    finalWeightedCongestion 1.00 \
    flow.area_growth_from_synthesis_pct 7.38 \
    number_of_global_route_vias_before_repair 8514 \
    netlist.area_leader.share_pct 10.9 \
    hold_crit_class "in -> out" \
    ys_warn_count 0 \
    place_inst 1621 \
    routedWlPerCell_um 17.1 \
    final.setup.tns_ns 0 \
    sequential_cell_total 0 \
    cts_hold_buf 0 \
    vias_per_cell 5.76 \
    drt_iter0_drc 754 \
    fin_area_sq_um 9330 \
    ys_seq_share_pct 0 \
    grt_setup_unrepaired "false" \
    synthCells 1243 \
    drv.max_cap_violation_count 0 \
    gr-total-overflow 0 \
    route.final.wire_length_mm 27.7 \
    worst_setup_path_start_kind "primary input" \
    design.portCount 32 \
    worst_pin_slew_ns 0.943 \
    synth.cell_area_sq_um 8680 \
    grt_antenna_before_repair 0 \
    finalHoldViolCount 0 \
]
## cell usage in the layout, fill, tap and decap left out, types with 13 or more instances in the layout
cell type	instances
sky130_fd_sc_hd__inv_1	120
sky130_fd_sc_hd__nand2_1	107
sky130_fd_sc_hd__nor2_1	93
sky130_fd_sc_hd__ha_1	76
sky130_fd_sc_hd__a21oi_1	69
sky130_fd_sc_hd__o21ai_0	59
sky130_fd_sc_hd__xnor2_1	46
sky130_fd_sc_hd__nand3_1	46
sky130_fd_sc_hd__nor3_1	43
sky130_fd_sc_hd__fa_1	35
sky130_fd_sc_hd__clkdlybuf4s50_1	30
sky130_fd_sc_hd__nand4_1	29
sky130_fd_sc_hd__a211oi_1	23
sky130_fd_sc_hd__and2_1	23
sky130_fd_sc_hd__a31oi_1	23
sky130_fd_sc_hd__o211ai_1	22
sky130_fd_sc_hd__xor2_1	21
sky130_fd_sc_hd__nor4_1	21
sky130_fd_sc_hd__or3_1	20
sky130_fd_sc_hd__and3_1	20
sky130_fd_sc_hd__a21o_1	18
sky130_fd_sc_hd__nand2b_1	13
sky130_fd_sc_hd__o21ai_1	13
sky130_fd_sc_hd__or2_2	13
sky130_fd_sc_hd__o21a_1	13
## metrics by stage
step / hold WS [ns]
floorplan: 14.52
global placement: 15.73
detailed placement: 15.72
CTS: 15.73
global route: 15.81
finish: 15.74
## worst paths after layout
path	start	to	slack (ns)	cells past startpoint
min	unprocessed_i[0]	processed_o[0]	15.74	7
max	unprocessed_i[7]	processed_o[0]	2.95	59
## tightest hold or removal path, delay by kind of cell
| kind | cells | cell delay [ns] |
|---|---|---|
| buf+inv | 2 | 1.02 |
| compound gates | 3 | 0.34 |
| xor+xnor | 1 | 0.15 |
| simple gates | 1 | 0.11 |
## cell families after synthesis
kind of cell               share of synthesized area, %
and+or+nand+nor                                    30.5
AOI/OAI and AO/OA                                  32.7
buffers and inverters                              7.75
adders and majority gates                          19.0
xor gates and xnor gates                           7.32
muxes                                              2.64
other                                            0.0432
## final cells by class
cell class                      count  area (sq um)
Multi-Input combinational cell   1080          8020
Tap cell                          378           473
Inverter                          123           462
Fill cell                        3004         18800
Timing Repair Buffer               40           375
## layer usage
metal	vias up	GRT usage [%]	part of all wire, %
met2	312	30.1	44
met4	0	2.73	1.5
li1	4656	-	-
met3	30	2.17	5.9
met1	4344	28.9	49
met5	-	0	0
