==> design/flow/design.v <==
module parser (
	input logic [15:0] button_i,
	input logic [2:0] state_i,
	output logic [3:0] digit1_o,
	output logic [3:0] digit2_o,
	output logic [3:0] digit3_o,
	output logic [3:0] digit4_o
		);
		assign digit1_o = (button_i / 1000) % 10; 
		assign digit2_o = (button_i / 100) % 10;
		assign digit3_o = (button_i / 10) % 10;
		assign digit4_o = button_i % 10;
endmodule
==> design/flow/run.sh <==
#!/bin/bash
# OpenROAD 26Q1-2900-gdf79404cd8, Yosys 0.63+post, stock flow scripts
make -C /OpenROAD-flow-scripts/flow DESIGN_CONFIG=/design/flow/config.mk WORK_HOME=/design/flow/orfs finish
==> design/flow/config.mk <==
export PLATFORM = sky130hd
export DESIGN_NAME = parser
export DESIGN_NICKNAME = parser
export VERILOG_FILES = /design/flow/design.v
export SDC_FILE = /design/flow/constraint.sdc
export NUM_CORES = 4
export LEC_CHECK = 1
export CORE_UTILIZATION = 30
==> design/flow/constraint.sdc <==
current_design parser

set clk_period 30.3
set clk_io_pct 0.2

create_clock -name clk0 -period $clk_period

set non_clock_inputs [all_inputs -no_clocks]
set_input_delay [expr $clk_period * $clk_io_pct] -clock clk0 $non_clock_inputs
set_output_delay [expr $clk_period * $clk_io_pct] -clock clk0 [all_outputs]
==> results.py <==
# Metrics from the implementation run
metrics = {
    "yosys": {
        "common_cells": "nand2_1, nor2_1, a21oi_1, o21ai_0, nand3_1",
        "ys_warn_count": 0,
        "ys_seq_share_pct": 0,
        "top_area_share_pct": 6.101,
        "largest_area_cell": "nand2_1",
        "synthesis.area_um2": 9843,
        "synth.distinct_cells": 117,
        "topCellsByArea": "nand2_1, nor2_1, a21oi_1",
        "syn_inst": 1548,
        "ys_area_um2": 9843,
        "yosysCellCount": 1548,
        "synthMostInstantiatedCell": "nand2_1",
        "postSynthAreaPerCell_um2": 6.359,
    },
    "layout": {
        "final_cells": 1940,
        "regArea_um2": 0,
        "final_area_um2": 10350,
        "post-route-util_pct": 32.45,
        "clock_buffers": 0,
        "drive_gt1_share_pct": 8.040,
        "fillers": 3476,
        "ff_count": 0,
        "syn2layout_area_growth_pct": 5.110,
    },
    "pwr": {
        "power.internal_mw": 0.3252,
        "p_leak_nw": 3.433,
        "clockPowerShare_pct": 0,
        "switching_power_mw": 0.4863,
        "vdd_drop_max_mv": 0.09190,
        "p_comb_share_pct": 100.0,
        "power_density_nw_per_um2": 78.43,
        "seqPwrFrac_pct": 0,
        "swShare_pct": 59.93,
    },
    "global_route": {
        "grt_pass1_vias": 10750,
        "busiest_layer": "met2",
        "use_met3_pct": 0.5466,
        "grtUsageMet1_pct": 26.70,
        "grt_overflow": 0,
        "grt_util_met2_pct": 31.53,
        "grt_pass1_wl_um": 52860,
        "grt_usage_pct": 18.61,
        "grt_max_degree": 40,
        "grt_antenna_before_repair": 0,
    },
    "critical_path": {
        "slowest_delay_ns": 0.69,
        "slowest_stage": "or4_1",
        "cp-endpoint": "digit3_o[3]",
        "startpoint": "button_i[14]",
        "crit_type": "in -> out",
        "critPathCaptureType": "primary output",
        "cp_max_fo": 36,
        "crit_path_frequent_cell": "nor2_1",
        "critPathRequiredTime_ns": 24.24,
        "arrival_ns": 18.40,
        "start_kind": "input port",
    },
    "worst_hold_path": {
        "holdCritPathClass": "in -> out",
        "min_path_cells": 2,
    },
    "route": {
        "dr.pass1.iters": 5,
        "drtIter0Drc": 1005,
        "dr_total_vias": 12030,
        "post_drt_wl_per_cell_um": 15.95,
        "antennaDiodeCount": 0,
        "ant_nets": 0,
        "drc_errors": 0,
        "drt-total-wl_um": 30950,
        "via_per_inst": 6.203,
    },
    "job": {
        "maxCapViolCount": 0,
        "warnings": 36,
    },
    "placement": {
        "gp_congestion": 0.9327,
        "io_buffer_count": 32,
        "placed_cell_area_um2": 10350,
        "place_inst": 1940,
        "hpwl_um": 23430,
    },
    "outcome": {
        "status": "completed",
    },
    "cts": {
        "cts_resized": 0,
        "post_cts_buffers": 0,
        "ctsHoldBuffers": 0,
    },
    "floorplan": {
        "dieWidth_um": 183.1,
        "fp_util_pct": 30.88,
        "die_y_um": 183.1,
        "rows": 65,
        "die_area_um2": 33540,
        "coreArea_um2": 31880,
        "io_pins": 35,
    },
    "sta": {
        "finalCritPeriodShare_pct": 80.74,
        "slew_headroom_pct": 38.46,
        "layout_min_cycle_time_ns": 24.46,
        "slew_violations": 0,
        "setup_tns_ns": 0,
        "tightest_slew_ns": 0.9146,
        "rsz0062_at_grt": "no",
        "finalSetupViolCount": 0,
        "fmax_mhz": 40.87,
        "final_hold_viol_count": 0,
    },
}
==> worst min-delay path by stage <==
stage | from | to | slack [ns]
4_1_cts | button_i[0] | digit4_o[0] | 13.03
5_1_grt | button_i[0] | digit4_o[0] | 13.05
6_report | button_i[0] | digit4_o[0] | 13.03
==> per-layer routing <==
layer | vias to the layer above | wire length [µm]
met1 | 5664 | 14540
met2 | 361 | 14370
li1 | 5970 | -
met3 | 38 | 1532
met4 | 0 | 510
met5 | - | 0
==> per-stage QoR <==
stage               power (mW)  hold slack (ns)  setup WS (ns)
floorplan               0.6197            12.19          9.372
global placement        0.7889            13.03          6.211
detailed placement      0.7976            13.03          6.123
CTS                     0.8020            13.03          6.091
global route            0.9065            13.05          4.958
finish                  0.8114            13.03          5.835
==> placed cells by master (no fill, tap or decap), drive strengths merged, types with 14 or more instances in the layout <==
cell type | Yosys | layout
nor3 | 62 | 62
nand3 | 65 | 65
nand2 | 160 | 160
or3 | 17 | 17
clkdlybuf4s50 | 0 | 32
inv | 40 | 40
xnor2 | 60 | 60
buf | 51 | 29
a211oi | 32 | 32
o31ai | 26 | 26
nand4 | 22 | 22
o21ai | 116 | 116
o211ai | 26 | 26
maj3 | 16 | 16
mux2i | 14 | 14
nor4 | 20 | 20
a211o | 20 | 20
o21a | 16 | 16
and2 | 20 | 20
a21oi | 114 | 114
o2111ai | 17 | 17
o22ai | 14 | 14
and3 | 25 | 25
nor2b | 17 | 17
a21boi | 15 | 15
a221oi | 14 | 14
nand2b | 22 | 22
a31oi | 42 | 42
nor2 | 159 | 159
==> final cells by class <==
class	count	area (µm²)	share of cell area [%]
inverter	42	157.7	1.524
tap	435	544.3	5.261
multi-input combinational	1402	9106	88.02
timing repair buffer	61	538.0	5.200
==> worst max-delay path: cells and delay by family <==
kind	cells	cell delay, ns
xor+xnor	1	0.42
buf+inv	5	1.51
fa+ha+maj	3	1.08
compound gates	14	4.36
simple gates	12	4.65
mux	1	0.27
==> power by group through the flow <==
stage / Clock (mW) / Sequential, mW / Combinational [mW]
4_1_cts: 0 / 0 / 0.802
5_1_grt: 0 / 0 / 0.907
6_report: 0 / 0 / 0.811
==> cells by family after synthesis <==
kind of cell             share of synthesized area [%]
XOR/XNOR                                         6.140
AND-OR/OR-AND                                    46.35
AND/OR/NAND/NOR                                  33.95
multiplexers                                     2.796
buffers and inverters                            7.601
adder cells (fa/ha/maj)                          3.165
Power figures rest on the tool's default switching activity, not on a simulated workload.
